File: design.v
module butterfly (
     input signed [31:0]         xp_real,  
     input signed [31:0]         xp_imag,                   	 
     input signed [31:0]         xq_real,  
     input signed [31:0]         xq_imag,			 
     input signed [31:0]         wnr_real,  
     input signed [31:0]         wnr_imag,
     output signed [31:0]        yp_real,  
     output signed [31:0]        yp_imag,			 
     output signed [31:0]        yq_real,  
     output signed [31:0]        yq_imag
);			 
   wire signed [31 : 0 ]  yp_real_wire =  xp_real + xq_real ;  
   wire signed [31 : 0 ]   yp_imag_wire =  xp_imag + xq_imag ;  
   wire signed [64 : 0 ]   yq_real_wire =  (xp_real - xq_real)*wnr_real + ( xq_imag  - xp_imag )*wnr_imag ;
   wire signed [64: 0 ]   yq_imag_wire =  (xp_real - xq_real)*wnr_imag + ( xp_imag - xq_imag )*wnr_real;
    assign  yp_real =  yp_real_wire;  
   assign   yp_imag =  yp_imag_wire ;  
   assign  yq_real =  yq_real_wire[47:16];
   assign  yq_imag =  yq_imag_wire[47:16];
endmodule 
File: config.mk
export PLATFORM = sky130hd
export DESIGN_NAME = butterfly
export DESIGN_NICKNAME = butterfly
export VERILOG_FILES = /design/flow/design.v
export SDC_FILE = /design/flow/constraint.sdc
export NUM_CORES = 4
export LEC_CHECK = 1
export CORE_UTILIZATION = 30
File: run.sh
#!/bin/bash
# OpenROAD 26Q1-2900-gdf79404cd8, Yosys 0.63+post, stock flow scripts
make -C /OpenROAD-flow-scripts/flow DESIGN_CONFIG=/design/flow/config.mk WORK_HOME=/design/flow/orfs finish
File: constraint.sdc
current_design butterfly

set clk_period 43.9
set clk_io_pct 0.2

create_clock -name clk0 -period $clk_period

set non_clock_inputs [all_inputs -no_clocks]
set_input_delay [expr $clk_period * $clk_io_pct] -clock clk0 $non_clock_inputs
set_output_delay [expr $clk_period * $clk_io_pct] -clock clk0 [all_outputs]
==> results.cfg <==
; physical design summary
[grt]
grt_overflow = 0
grt_first_pass_wirelength_um = 591800
grt_pass1_vias = 97874
grt_usage_pct = 19.55
grt_max_degree = 65
antenna_found_initial = 38

[yosys]
top_area_share_pct = 57.01
synth_area_um2 = 126500
synth_cell_types = 82
area_leaders = fa_1, inv_1, ha_1, and2_1, nand2_1
ys_warn_count = 0
ys_chip_area_um2 = 126500
yosys.stat.seqShare_pct = 0
syn_area_per_cell_um2 = 8.981
syn-instance-count = 14087
top_area_cell = fa_1
yosysCellCount = 14087

[floorplan]
io_pins = 320
row_count = 238
floorplan.core_util_pct = 30.13
dieArea_um2 = 424300
coreArea_um2 = 419900
die_h_um = 651.4
dieWidth_um = 651.4

[final_timing]
fmax_ghz = 0.03192
rsz0062_at_grt = no
timing.slew.headroom_pct = 31.25
slew_violations = 0
tightest_slew_ns = 1.031
min_period_over_period_pct = 71.37
setup_viol = 0
hold_violations = 0
period_needed_ns = 31.33
setup_tns_ns = 0

[worst_setup_path]
path_class = in2out
cpMostUsedCell = fa_1
endpoint_kind = primary output
worst_path_max_delay_cell = a311oi_2
cpPeakStageDelay_ns = 0.78
critPathMaxFanout = 26
cp.required_ns = 35.12
worstPathArrival_ns = 22.55
worst_setup_path_start_kind = primary input
crit_start = xp_imag[2]

[power]
ir_worst_vdd_mv = 4.487
p_leak_nw = 69.54
p_switching_mw = 85.48
powerDensity_nw_per_um2 = 1152
power_mw = 157.2
sw_frac_of_total_pct = 54.38
p_int_mw = 71.71

[finish]
regArea_um2 = 0
drive_gt1_share_pct = 3.610
clkbuf_count = 0
nFlopsAndLatches = 0
syn_to_final_growth_pct = 7.876

[placed_design]
gp_congestion = 0.9486
io_buffers = 320
place_hpwl_um = 318800

[outcome]
status = complete, no violations

[clock_tree]
cts_resized = 0
cts_setup_buffers = 0
ctsHoldBuffers = 0

[route]
drc = 0
post_drt_wl_per_cell_um = 19.29
drt_wl_total_um = 375600
drt_iter0_drc = 3470
postRouteAntennaNets = 0
dr.pass1.iters = 6
vias = 88886
viasPerCell = 4.565

[worst_hold_path]
hold_path_depth = 5
hp-start = xq_real[31]
hold_class = in2out

[run]
maxCapViolations = 0
warnings = 130
[cell usage in the layout, fill, tap and decap left out, types with 6 or more instances in the layout]
cell             netlist  layout
a2111oi_0              7       7
a211oi_1              14      14
a21o_1                54      54
a21oi_1              187     184
a31oi_1               16      15
and2_1              1498    1498
and3_1                12      12
buf_2                 29      62
buf_4                  1     303
clkdlybuf4s50_1        0     258
diode_2                0      19
fa_1                3603    3601
ha_1                 774     772
inv_1               3960    3960
nand2_1             2014    2014
nand2b_1              90      90
nand3_1               13      13
nand4_1               23      23
nor2_1               180     178
nor2b_1              174     174
nor3_1                34      34
o211ai_1               7       7
o21a_1                36      36
o21ai_0               78      76
o21ai_1                8      10
o21ba_2                6       6
o21bai_1              33      33
o31ai_1               14      14
or2_2                  6       6
xnor2_1              290     221
xnor2_2                2      71
xnor3_1                9       9
xor2_1                69      57
xor2_4                 0       7
[critical path, delay by kind of cell]
family	cells	cell delay (ns)
compound gates	13	4.76
xor+xnor	2	0.36
fa+ha+maj	12	5.59
buf+inv	9	1.89
simple gates	7	1.09
[through the flow]
stage,cell area [um^2],utilization [%],hold slack (ns),worst slack (ns),cells
after floorplan,126500,-,17.79,15.81,14087
after global placement,136400,32.49,18.75,12.64,19453
after detailed placement,136400,32.49,18.75,12.64,19453
after CTS,136400,32.49,18.75,12.61,19453
after global routing,136500,32.50,18.79,11.84,19459
final,136500,32.51,18.74,12.57,19472
[power by group through the flow]
stage    registers (mW)  logic, mW  clock network [mW]
5_1_grt               0        171        0.0000000187
4_1_cts               0        158                   0
[cell families after synthesis]
kind of cell | after synthesis | share of synthesized area, %
xor+xnor | 372 | 2.712
buf+inv | 4743 | 14.10
fa+ha+maj | 4377 | 64.67
compound gates | 528 | 2.749
simple gates | 4067 | 15.77
[per-layer routing]
metal  wire length, um  global-route usage, %  vias to the layer above
li1                  -                      -                    38871
met1            137900                  24.48                    45712
met2            181500                  31.18                     3809
met3             40120                  8.351                      477
met4             15710                  6.033                       17
met5               364                 0.4641                        -
[synthesized netlist by cell type (all sizes together) (6+ instances only)]
| cell | instances |
|---|---|
| and2 | 1499 |
| nand4 | 24 |
| o2111ai | 6 |
| o31ai | 14 |
| or2 | 6 |
| and3 | 13 |
| nor2b | 174 |
| a21oi | 188 |
| nand2b | 90 |
| o21a | 36 |
| o211ai | 8 |
| a221oi | 8 |
| inv | 3961 |
| nand2 | 2016 |
| buf | 34 |
| o21ai | 89 |
| a211oi | 15 |
| a2111oi | 9 |
| xor2 | 69 |
| clkbuf | 745 |
| nor2 | 180 |
| o21bai | 33 |
| nand3 | 14 |
| a31oi | 16 |
| xnor3 | 9 |
| nor3 | 34 |
| xnor2 | 293 |
| o21ba | 6 |
| a21o | 54 |
| ha | 774 |
| fa | 3603 |
[final timing paths]
| kind | slack (ns) | end |
|---|---|---|
| worst min-delay path | 18.74 | yp_real[31] |
| worst max-delay path | 12.57 | yq_imag[31] |
[cell type report]
cell class         count  area [um^2]
diodes                19        47.55
fillers            43497       283400
inverters           3964        14880
multi-input cells   9344       109400
well taps           5520         6907
repair buffers       625         5207
